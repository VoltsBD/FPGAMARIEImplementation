==> design/flow/design.v <==
`timescale 1ns / 1ps
module demux(output reg [7:0] A,
                 output reg [7:0] B,
                 output reg [7:0] outbuf,
                 input wire [2:0] sel,
                 input wire clk,
                 input wire [7:0] busfin,
                 input wire busin
                 );
always@(posedge clk)
begin 
    if(busin) 
        begin
        case(sel)
                3'h1: 
                A=busfin;
                3'h2: 
                B=busfin;
                3'h4: 
                outbuf=busfin;
           endcase
        end
end
endmodule
==> design/flow/run.sh <==
#!/bin/bash
# OpenROAD 26Q1-2900-gdf79404cd8, Yosys 0.63+post, stock flow scripts
make -C /OpenROAD-flow-scripts/flow DESIGN_CONFIG=/design/flow/config.mk WORK_HOME=/design/flow/orfs finish
==> design/flow/config.mk <==
export PLATFORM = sky130hd
export DESIGN_NAME = demux
export DESIGN_NICKNAME = demux
export VERILOG_FILES = /design/flow/design.v
export SDC_FILE = /design/flow/constraint.sdc
export NUM_CORES = 4
export LEC_CHECK = 1
export CORE_AREA = 10 10 78 78
export DIE_AREA = 0 0 88 88
==> design/flow/constraint.sdc <==
current_design demux

set clk_period 2.5
set clk_io_pct 0.2

create_clock -name clk0 -period $clk_period [get_ports {clk}]

set non_clock_inputs [all_inputs -no_clocks]
set_input_delay [expr $clk_period * $clk_io_pct] -clock clk0 $non_clock_inputs
set_output_delay [expr $clk_period * $clk_io_pct] -clock clk0 [all_outputs]
==> summary.txt <==
impl run done, here's what came out: P_sw=roughly 110 uW, Hold WC Path Type=input pin to flop, Clock transition at path regs=0.07 ns, max cap viols=0, Worst Max-Slew Pin Slew=0.253 ns, largest net degree at the start of global routing=13, Fin. Hold Viols=0, final non-filler cell total=between 100 and 150, Syn Area/Cell=28.1 sq um, logic area=37.5 sq um, CP required=2.00 ns, Area Growth Syn to Fin=61.6%, Final TNS setup=0 ns, critical-path maximum fanout=1, Critical Path AT=1.07 ns, Initial DRC Count=43, CP top delay family=buffers and inverters, hold_buf cts=0, row cnt=24, Synth Cell Area=roughly 760 sq um, Die Y=88 microns, first-pass GRT wire length=2570 microns, CTS Sinks=24, final worst setup slack=0.934 ns, most frequent cells in the layout=36 x clkdlybuf4s50_1, 24 x edfxtp_1, 3 x and4bb_2, 3 x clkbuf_8, Fmax achieved=639 MHz, Cell Type Count=2, TritonCTS clock tree=yes, synthesis area per yosys=around 760 sq um, Placeable Area=approximately 4400 sq um, Commonest Layout Cell=clkdlybuf4s50_1, yosys stat cell total=27, clock group share of total power=0.287, Post-CTS Setup Bufs=0, area post-placement=1180 sq um, Synth Seq Share=0.950, Root Buffer=clkbuf_8, Inserted Diodes=0, Slowest-stage cell, CP=clkdlybuf4s50_1, Mapped Cells=27, status=finished clean, Power Density=583 nW/um^2, CP Launch Type=flop, Util after Layout=0.277, Final ANT Viol Nets=0, CTS resizes=0, Sw Share=0.160, crit-path cells=clkdlybuf4s50_1, gr usage total=0.0456, dpl cells=115, share of layout cells above drive strength 1=0.0909, Max-Slew Margin vs Limit=0.832, # DRC=0, htree depth=1, Cell Int Power=600 uW, Synth Warn #=1, static leakage=0.392 nW, WHS=0.855 ns, DRT Pass-1 Iters=2, I/O pin cnt=37, Reg power frac=0.644, Finished Cell Area=1220 sq um, sequential standard cell area=721 sq um, Initial Util=0.172, grt ovf=0, Setup-failing EPs final=0, Place WS=0.772 ns, final total power=a little over 700 uW, Port Buffer Count=36, initial antenna violation count=0, Yosys reg bits=24, Avg WL per Cell=15.1 microns, Critical Path Sink Type=primary output, Detailed Route WL=1790 microns, vias in the first global route=492, Filler cells=421, via density per instance=between 3 and 4, WS Path Type=flop to primary output, Die X=88 microns, combinational share of power=0.069, CP Buf/Inv Count=1, tool warnings=25, maximum clock insertion buffer count=2, Slew Viols, Final=0, GPL Wtd Cong=0.753, VDD IR max=slightly above 0.0002 V, RSZ-0062 raised after global routing=false, crit path time final=1.57 ns, CP max stage delay=0.47 ns, TritonCTS buffer count=3, die area=7740 sq um, via count=slightly above 400, period utilization=0.626
[synthesized netlist by cell type]
library cell | count | share of area
edfxtp_1 | 24 | 0.95
and4bb_2 | 3 | 0.050
[cell type report]
type / instances / share of cell area
tap: 52 / 0.0531
clock buffer: 3 / 0.0337
timing repair buffer: 36 / 0.294
multi-input combinational: 3 / 0.0306
sequential: 24 / 0.588
[sequential cells by signal, indices dropped and copies added, names as in the netlist]
register and count:
outbuf 8, A 8, B 8
[cell families (layout without fill, tap and decap cells)]
| kind of cell | after synthesis | after routing | synth area share |
|---|---|---|---|
| simple gates | 3 | 3 | 0.0495 |
| buf+inv | 0 | 39 | 0 |
| flops | 24 | 24 | 0.950 |
[power groups by stage]
| stage | Clock [mW] | Sequential (mW) | Combinational (mW) |
|---|---|---|---|
| 4_1_cts | 0.211 | 0.460 | 0.0507 |
| 5_1_grt | 0.233 | 0.460 | 0.0541 |
| 6_report | 0.205 | 0.460 | 0.0493 |
[path summary, 6_finish.rpt]
kind	slack [ns]	start	end	depth (start not counted)
max	0.93	A[1]	A[1]	1
min	0.85	busfin[2]	outbuf[2]	1
[metal layers]
layer / track usage / routed length (microns)
met3: 0.0355 / 271
met4: 0.00435 / 23
met1: 0.0480 / 634
met2: 0.0734 / 856
met5: 0 / 0
Power and IR drop assume default switching activity.
