===== design/flow/constraint.sdc =====
current_design sourcemux

set clk_period 2.4
set clk_io_pct 0.2

create_clock -name clk0 -period $clk_period [get_ports {clk}]

set non_clock_inputs [all_inputs -no_clocks]
set_input_delay [expr $clk_period * $clk_io_pct] -clock clk0 $non_clock_inputs
set_output_delay [expr $clk_period * $clk_io_pct] -clock clk0 [all_outputs]

===== design/flow/run.sh =====
#!/bin/bash
# OpenROAD 26Q1-2900-gdf79404cd8, Yosys 0.63+post, stock flow scripts
make -C /OpenROAD-flow-scripts/flow DESIGN_CONFIG=/design/flow/config.mk WORK_HOME=/design/flow/orfs finish

===== design/flow/config.mk =====
export PLATFORM = sky130hd
export DESIGN_NAME = sourcemux
export DESIGN_NICKNAME = sourcemux
export VERILOG_FILES = /design/flow/design.v
export SDC_FILE = /design/flow/constraint.sdc
export NUM_CORES = 4
export LEC_CHECK = 1
export CORE_AREA = 10 10 76 76
export DIE_AREA = 0 0 86 86

===== design/flow/design.v =====
module sourcemux(input wire [7:0] A,
                 input wire [7:0] B,
                 input wire [7:0] INna,
                 input wire [7:0] outbuf,
                 input wire [2:0] sel,
                 input wire clk,
                 output reg [7:0] outna,   
                 input wire srcoe
                 );
always@(posedge clk)
begin 
    if(srcoe) 
        begin
        case(sel)
                3'h1: 
                outna=A;
                3'h2: 
                outna=B;
                3'h3: 
                outna=INna;
                3'h4: 
                outna=outbuf;
                3'h5: 
                outna=8'hzz;
                3'h6: 
                outna=8'hzz;
                3'h7: 
                outna=8'hzz;
                3'h0: 
                outna=8'hzz;
           endcase
        end
end
endmodule

==> CHANGELOG.md <==
### Metrics

* Final Cycle Share at 77.3%
* Iter 0 DRT Violations at 23
* Postcts setup bufs at 0
* Main flop type: edfxtp_1
* Number of fillers in the final layout at about 420
* Area fraction in and, or, nand and nor cells at 11.1%
* Setup violations, final at 0
* Antenna-violating nets left at 0
* Cell area leaders: edfxtp_1 43%, mux2i_1 14%, a211oi_1 11%
* Via/cell ratio at 3.93
* GPL Wtd Cong at 0.792
* CTS Buf Count at 3
* Rows at 23
* CP Capture Type: flop
* CP required at 2350 ps
* FP Util at 13.7%
* Area of the mapped netlist at between 500 and 600 µm²
* Hold Fails Final Rpt at 0
* XOR/XNOR Area Share at 0%
* Die width at between 80 and 90 µm
* Synth Seq Share at 42.6%
* Clock Sinks at 8
* Yosys chip area at 564 µm²
* Crit Path Max Fanout at 12
* Number of remaining DRC errors at 0
* Dominant cell area share at 42.6%
* Leading area contributor after synthesis: edfxtp_1
* Top cells by count: 8 x a211oi_1, 8 x edfxtp_1, 8 x mux2i_1, 8 x o21ai_0, 8 x o22ai_1
* Layout cell share with drive strength beyond 1 at 5.05%
* Post-synth EDFFs at 8
* First-pass iteration count of the detailed router at 4
* GR Overflow Total at 0
* Status: finished, final reports clean
* CTS resizes at 0
* Leak at 0.000415 µW
* H-tree depth at 1
* CTS tree: built
* Worst-path clk slew at around 40 ps
* P&R area growth vs syn at 94.2%
* Largest net degree at the start of global routing at 17
* Max-slew headroom at 69.8%
* Crit path from: sel[0]
* Total die size at roughly 7400 µm²
* Number of flip-flops in the largest register at 8
* Chip Height at 86 µm
* Count of tool warnings at 25
* Synth warn at 5
* Asr flop ratio synth at 0%
* RSZ-0062 raised after global routing: false
* Synthesized netlist cell count at 54
* Number of top-level pins at roughly 45
* # Cells Yosys at 54
* Core footprint at slightly above 4000 µm²
* Syn Area/Cell at 10.4 µm²
* Clk buf depth at 2
* Post-Route Setup TNS at 0 ps
* Top logic family: AND-OR/OR-AND gates
* Via count of the routed design at 586
* Initial antenna violation count at 0
* Pins Over Slew Limit at 0
* WL final at 2070 µm
* Tot Pwr at 470 µW
* CTS Hold Buffers Added at 0
* Vias in the first global route at 657
* PD cells at 428 nW/µm²
* Slew @ Worst Pin at 451 ps
* FF+latch count, synth at 8
* Critical path capture point: outna[5]
* Max-Cap Viols at 0
* N_diodes at 0
* Yosys aoi share at a little over a quarter
* Root Driver: clkbuf_8
* GRT Util Overall at roughly 5.6%
* WP data arrival at approximately 1800 ps
* Adder Area Share at 0%
* Global-route wire length before repair at about 3300 µm
* MUX area fraction at 14.2%
* Critical Path Start Type: input port
* FMAX at 0.539 GHz
* Minimum clock period at between 1500 and 2000 ps
* WS Path Type: in2reg
* Routed wire per std cell at 13.9 µm
* Port-buffer cells at 44
* Worst vdd ir at 152 µV
* Dpl hpwl at between 1500 and 2000 µm
* Worst min-delay path category: in2reg
* Post-synth cell types at 13
## critical path: stages
cell             delay [ps]
clkdlybuf4s50_1         650
and2b_1                 220
a211oi_1                310
o22ai_1                 140
## logic make-up after synthesis
logic type / after synthesis
compound gates: 24
mux: 8
simple gates: 9
flops: 8
buf+inv: 5
## per-layer routing
metal	track usage (%)	vias up	routed length (µm)
met5	0	-	0
met1	7.20	249	891
met2	7.64	30	885
met3	3.81	0	294
li1	-	307	-
met4	0.599	0	0
## worst min-delay path by stage
stage,startpoint,endpoint,cells past startpoint
after CTS,INna[0],outna[0],3
after global routing,outbuf[0],outna[0],3
final,INna[0],outna[0],3
## power by group
part | switching (µW) | internal [µW]
clock | 46.2 | 108
sequential | 3.62 | 173
combinational | 42.6 | 96.5
total | 92.5 | 377
## layout make-up
| cell class | count | area, µm² | share of cell area (%) |
|---|---|---|---|
| clock buffers | 3 | 41.3 | 3.77 |
| inverters | 1 | 3.75 | 0.342 |
| multi-input cells | 41 | 293 | 26.7 |
| flip-flops and latches | 8 | 240 | 21.9 |
| well taps | 50 | 62.6 | 5.71 |
| repair buffers | 46 | 455 | 41.6 |
## layout by cell type (no fill, tap or decap), drive strengths merged
master          n
clkdlybuf4s50  44
mux2i           8
a211oi          8
o21ai           8
o22ai           8
edfxtp          8
and2b           5
nor2b           3
clkbuf          3
buf             2
nand2b          1
inv             1
## stage by stage
step,utilization [%],instance area (µm²),hold slack (ps),setup slack [ps],cells
2_1_floorplan,-,564,592,1030,54
3_3_place_gp,25.6,1050,1250,366,146
3_5_place_dp,25.6,1050,1240,318,146
4_1_cts,26.6,1100,1030,555,149
5_1_grt,26.6,1100,1050,422,149
6_report,26.6,1100,1020,544,149
Power is estimated from default activity; no workload was simulated.
